## design/flow/run.sh

```bash
#!/bin/bash
# OpenROAD 26Q1-2900-gdf79404cd8, Yosys 0.63+post, stock flow scripts
make -C /OpenROAD-flow-scripts/flow DESIGN_CONFIG=/design/flow/config.mk WORK_HOME=/design/flow/orfs finish
```

## design/flow/config.mk

```make
export PLATFORM = sky130hd
export DESIGN_NAME = TOP
export DESIGN_NICKNAME = TOP
export VERILOG_FILES = /design/flow/design.v
export SDC_FILE = /design/flow/constraint.sdc
export NUM_CORES = 4
export LEC_CHECK = 1
export CORE_AREA = 10 10 70 70
export DIE_AREA = 0 0 80 80
```

## design/flow/constraint.sdc

```tcl
current_design TOP

set clk_period 1.7
set clk_io_pct 0.2

create_clock -name clk0 -period $clk_period [get_ports {clk}]

set non_clock_inputs [all_inputs -no_clocks]
set_input_delay [expr $clk_period * $clk_io_pct] -clock clk0 $non_clock_inputs
set_output_delay [expr $clk_period * $clk_io_pct] -clock clk0 [all_outputs]
```

## design/flow/design.v

```verilog
module SECV(clk, START, SETRDYP, CMD, STATUS);
  input clk, START;
  input [4:0] STATUS;
  output reg SETRDYP;
  output reg [7:0] CMD;  
  reg [4:0] cs, ns;
  localparam S0  = 5'b00000;
  localparam S1  = 5'b00001;
  localparam S2  = 5'b00010;
  localparam S3  = 5'b00011;
  localparam S4  = 5'b00100;
  localparam S5  = 5'b00101;
  localparam S6  = 5'b00110;
  localparam S7  = 5'b00111;
  localparam S8  = 5'b01000;
  localparam S9  = 5'b01001;
  localparam S10 = 5'b01010;
  localparam S11 = 5'b01011;
  localparam S12 = 5'b01100;
  localparam S13 = 5'b01101;
  localparam S14 = 5'b01110;
  localparam S15 = 5'b01111;
  localparam S16 = 5'b10000;
  localparam S17 = 5'b10001;
  localparam S18 = 5'b10010;
  localparam S19 = 5'b10011;
  localparam S20 = 5'b10100;
  localparam S21 = 5'b10101;
  localparam S22 = 5'b10110;
  localparam S23 = 5'b10111;
  localparam S24 = 5'b11000;
  always@(posedge clk)
    cs <= ns;  
  always @(cs or START or STATUS)
    casex({cs, START, STATUS})
      11'b00000_0_xxxxx: ns = S0;
      11'b00000_1_xxxxx: ns = S1;
      11'b00001_x_xxxxx: ns = S2;
      11'b00010_x_0xxxx: ns = S3;
      11'b00010_x_1xxxx: ns = S20;
      11'b00011_x_x0xxx: ns = S4;
      11'b00011_x_x1xxx: ns = S14;
      11'b00100_x_xxxxx: ns = S5;
      11'b00101_x_xx0xx: ns = S4;
      11'b00101_x_xx1xx: ns = S6;
      11'b00110_x_xxxxx: ns = S7;
      11'b00110_x_xxxxx: ns = S8;
      11'b01000_x_xxx0x: ns = S7;
      11'b01000_x_xxx1x: ns = S9;
      11'b01001_x_xxxxx: ns = S10;
      11'b01010_x_xxxxx: ns = S11;
      11'b01011_x_xxxx0: ns = S10;
      11'b01011_x_xxxx1: ns = S12;
      11'b01100_x_xxxxx: ns = S13;
      11'b01101_x_xxxxx: ns = S14;
      11'b01110_1_xxxxx: ns = S14;
      11'b01110_0_xxxxx: ns = S0;
      11'b01111_x_xxxxx: ns = S16;
      11'b10000_x_xx0xx: ns = S15;
      11'b10000_x_xx1xx: ns = S17;
      11'b10001_x_xxxxx: ns = S18;
      11'b10010_x_xxxxx: ns = S19;
      11'b10011_x_xxx0x: ns = S18;
      11'b10011_0_xxx1x: ns = S20;
      11'b10100_x_xxxxx: ns = S13;
      11'b10101_x_x0xxx: ns = S22;
      11'b10101_x_x1xxx: ns = S13;
      11'b10110_x_xxxxx: ns = S23;
      11'b10111_x_xxxx0: ns = S22;
      11'b10111_x_xxxx1: ns = S24;
      11'b11000_x_xxxx0: ns = S13;
      default:
        ns = S0;
    endcase
  always @(cs)
    case(cs)
      S1: CMD = 8'b1_0_0_0_0_0_0_0;
      S4: CMD = 8'b0_0_1_0_0_0_1_0;
      S6: CMD = 8'b0_0_0_0_0_1_0_0;
      S7: CMD = 8'b0_0_1_0_0_0_1_0;
      S9: CMD = 8'b0_0_0_0_0_1_0_0;
      S10: CMD = 8'b0_0_0_0_1_0_1_0;
      S12: CMD = 8'b0_0_0_0_0_1_0_1;
      S15: CMD = 8'b0_0_1_0_0_0_1_0;
      S17: CMD = 8'b0_0_0_0_0_1_0_0;
      S18: CMD = 8'b0_0_1_0_0_0_1_0;
      S20: CMD = 8'b0_0_0_0_0_1_0_0;
      S22: CMD = 8'b0_0_0_0_1_0_1_0;
      S24: CMD = 8'b0_0_0_0_0_1_0_1;
      S13: 
        begin
          CMD = 8'b0;
          SETRDYP = 1'b0;
        end
      S14: CMD = 8'b1_0_0_0_0_0_0_0;
      default:
        begin
          CMD = 8'b0;
          SETRDYP = 1'b0;
        end
    endcase
endmodule
module RSHLX(clk, reset, plx, shiftx, inx, outx);
    input clk, reset, plx, shiftx;
    input [7:0] inx;
    output reg[15:0] outx;
    always @(posedge clk)
    if(reset)
        outx <= 16'b0;
    else
        if(plx)
            outx <= inx;
        else
            if(shiftx)
                outx <= outx << 1;
endmodule
module RSHLY(clk, reset, ply, shifty, iny, outy);
    input clk, reset, ply, shifty;
    input [7:0] iny;
    output reg[15:0] outy;
    always @(posedge clk)
    if(reset)
        outy <= 16'b0;
    else
        if(ply)
            outy <= iny;
        else
            if(shifty)
                outy <= outy << 1;
endmodule
module MUX2_1(a, b, sel, z);
    input [15:0] a, b;
    input sel;
    output[15:0] z;
    assign z = sel ? b : a;
endmodule
module COUNTERXY(clk, reset, incxy, cnt_2, cnt_6, cnt_7);
    input clk, reset, incxy;
    output cnt_2, cnt_6, cnt_7;
    reg [2:0] cnt_int;
    always @(posedge clk)
        if(reset)
            cnt_int <= 3'b0;
        else
            if(incxy)
                cnt_int <= cnt_int + 1;
    assign cnt_2 = (cnt_int == 3'b010);
    assign cnt_6 = (cnt_int == 3'b110);
    assign cnt_7 = (cnt_int == 3'b111);
endmodule
module REGREZ(clk, reset, plrez, direz, dorez);
    input clk, reset, plrez;
    input [15:0] direz;
    output reg [15:0] dorez;
    always @(posedge clk)
        if(reset)
			dorez <= 16'b0;
		else
			if(plrez)
				dorez <= direz;
endmodule
module SUM(a, b, sum);
    input [15:0] a, b;
    output [15:0] sum;
    assign sum = a + b;
endmodule
module EEA(
    input clk, reset, plx, ply, shiftx, shifty, sel, incxy, plrez,
    input [7:0] inx, iny,
  	input [7:0] a, b,
  	output [15:0] result,
    output [4:0] Status
);
    wire [15:0] outx, outy;
    wire [15:0] z;
    wire [15:0] sum;
    wire [15:0] dorez;
    RSHLX RSHLX_inst(.clk(clk), .reset(reset), .plx(plx), .shiftx(shiftx), .inx(inx), .outx(outx));
    RSHLY RSHLY_inst(.clk(clk), .reset(reset), .ply(ply), .shifty(shifty), .iny(iny), .outy(outy));
    MUX2_1 MUX2_1_inst(.a(outx), .b(outy), .sel(sel), .z(z)); 
    SUM SUM_inst(.a(z), .b(dorez), .sum(sum));
    REGREZ REGREZ_inst(.clk(clk), .reset(reset), .plrez(plrez), .direz(sum), .dorez(dorez));
    COUNTERXY COUNTERXY_inst(.clk(clk), .reset(reset), .incxy(incxy), .cnt_2(), .cnt_6(), .cnt_7());
    assign result = dorez + (COUNTERXY_inst.cnt_6 ? a : b);
endmodule
module FSM_IF(clk, reset, WR, RD, SETRDYP, PLx, PLy, START, RDYP, OEH, OEL);
  input clk, reset;
  input WR, RD, SETRDYP;
  output reg PLx, PLy, START, RDYP, OEH, OEL;
  reg [3:0] cs, ns;
  localparam S0  = 4'b0000;
  localparam S1  = 4'b0001;
  localparam S2  = 4'b0010;
  localparam S3  = 4'b0011;
  localparam S4  = 4'b0100;
  localparam S5  = 4'b0101;
  localparam S6  = 4'b0110;
  localparam S7  = 4'b0111;
  localparam S8  = 4'b1000;
  localparam S9  = 4'b1001;
  localparam S10 = 4'b1010;
  always @(posedge clk or posedge reset)
    if(reset) 
      cs <= 4'b0;
  	else
      cs <= ns;  
  always @(cs or WR or RD or SETRDYP)
    casex({cs, WR, RD, SETRDYP})
      7'b0000_0_x_x: ns = S0;
      7'b0000_1_x_x: ns = S1;
      7'b0001_0_x_x: ns = S3;
      7'b0001_1_x_x: ns = S2;
      7'b0010_0_x_x: ns = S3;
      7'b0010_1_x_x: ns = S2;
      7'b0011_0_x_x: ns = S3;
      7'b0011_1_x_x: ns = S4;
      7'b0100_0_x_x: ns = S6;
      7'b0100_1_x_x: ns = S5;
      7'b0101_0_x_x: ns = S6;
      7'b0101_1_x_x: ns = S5;
      7'b0110_x_x_0: ns = S6;
      7'b0110_x_x_1: ns = S7;
      7'b0111_x_0_x: ns = S7;
      7'b0111_x_1_x: ns = S8;
      7'b1000_x_0_x: ns = S9;
      7'b1000_x_1_x: ns = S8;
      7'b1001_x_0_x: ns = S9;
      7'b1001_x_1_x: ns = S10;
      7'b1010_x_0_x: ns = S0;
      7'b1010_x_1_x: ns = S10;
      default: ns = S0;
    endcase
  always @(cs)
    case(cs)
      4'b0000: {PLx, PLy, START, RDYP, OEH, OEL} = 6'b000000;
      4'b0001: {PLx, PLy, START, RDYP, OEH, OEL} = 6'b100000;
      4'b0010: {PLx, PLy, START, RDYP, OEH, OEL} = 6'b000000;
      4'b0011: {PLx, PLy, START, RDYP, OEH, OEL} = 6'b000000;
      4'b0100: {PLx, PLy, START, RDYP, OEH, OEL} = 6'b010000;
      4'b0101: {PLx, PLy, START, RDYP, OEH, OEL} = 6'b000000;
      4'b0110: {PLx, PLy, START, RDYP, OEH, OEL} = 6'b001000;
      4'b0111: {PLx, PLy, START, RDYP, OEH, OEL} = 6'b001100;
      4'b1000: {PLx, PLy, START, RDYP, OEH, OEL} = 6'b001110;
      4'b1001: {PLx, PLy, START, RDYP, OEH, OEL} = 6'b001100;
      4'b1010: {PLx, PLy, START, RDYP, OEH, OEL} = 6'b001101;
    endcase
endmodule
module one_Period(clk, reset, in, out);
  input clk, reset, in;
  output out;
  reg [1:0] cs, ns;
  always@ (posedge clk)
    if(reset)
      cs <= 2'b00;
  	else
      cs <= ns;
  assign out = (cs == 2'b01);
  always@ (cs or in)
    casex({cs, in})
      3'b00_0: ns = 2'b00;
      3'b00_1: ns = 2'b01;
      3'b01_0: ns = 2'b00;
      3'b01_1: ns = 2'b10;
      3'b10_0: ns = 2'b00;
      3'b10_1: ns = 2'b10;
      default:
        ns = 2'b00;
    endcase
endmodule
module sync(clk, reset, in, out);
  input clk, reset, in;
  output reg out;
  reg c;
  always @(posedge clk)
    if(reset)
      begin
        c <= 1'b0;
        out <= 1'b0;
      end
  else
    begin 
      c <= in;
      out <= c;
    end
endmodule
module TOP(
  input clk, reset, WR_b, RD_b,
  input [7:0] inx, iny,
  output RDYP,
  output [15:0] dataOut);
  wire [6:0] IF_Out;
  wire [7:0] CMD_Out;
  wire [4:0] STATUS_Out;
  wire shlX, shlY, plReg, inc, sel;
  wire START, SETRDYP, PL1, PL2, OE1, OE2;
  assign START = IF_Out[0];
  assign RDYP = IF_Out[1];
  assign PL1 = IF_Out[3];
  assign PL2 = IF_Out[4];
  assign OE1 = IF_Out[5];
  assign OE2 = IF_Out[6];
  FSM_IF FSM_IF_inst(.clk(clk), .reset(reset), .WR(WR_b), .RD(RD_b), .SETRDYP(SETRDYP), .PLx(PL1), .PLy(PL2), .START(START), .RDYP(RDYP), .OEH(OE1), .OEL(OE2));
  EEA EEA_inst(.clk(clk), .reset(reset), .plx(PL1), .ply(PL2), .shiftx(shlX), .shifty(shlY), .sel(sel), .incxy(inc), .plrez(plReg), .inx(inx), .iny(iny), .a(8'b01000100), .b(8'b10000000), .result(dataOut), .Status(STATUS_Out));
  SECV SECV_inst(.clk(clk), .START(START), .SETRDYP(SETRDYP), .CMD(CMD_Out), .STATUS(STATUS_Out));
endmodule
```

==> flow_metrics.tcl <==
# place-and-route summary
set metrics [dict create \
    outcome "finished clean" \
    synth-async-reset-ratio_pct 80.0 \
    drtIter0Drc 22 \
    use_met2_pct 3.45 \
    seqCellArea_um2 115 \
    rsz0062_at_grt "false" \
    layout_setup_ws_ps 339 \
    setup_tns_ps 0 \
    post-place-cells 103 \
    synthTopCellsByArea "buf_4 27%, dfrtp_1 23%, nand2_1 5.1%" \
    ys_cells 55 \
    min_path_type "input pin to asynchronous set/reset pin" \
    path_clk_slew_ps 40 \
    synth_cell_types 22 \
    drt-total-wl_um 822 \
    p_seq_share_pct 39.3 \
    post_cts_buffers 0 \
    grt_pass1_wl_um 1370 \
    die_width_um 80 \
    most_common_cell "buf_4" \
    port_buffers 4 \
    netSwitchingPower_w 0.000233 \
    unclocked_pins 1 \
    yosysWarnings 17 \
    power_density_nw_per_um2 1200 \
    cts_made_buffers 3 \
    drive_gt1_share_pct 11.7 \
    avgSynthCellArea_um2 8.01 \
    grt_usage_pct 2.58 \
    use_met1_pct 3.48 \
    use_met3_pct 1.70 \
    edf_count 0 \
    r2r_slack_ps 460 \
    p_int_w 0.000351 \
    cp-start-kind "input pin" \
    crit_chain "clkdlybuf4s50_1, nand3_1, nand2_1, a2111oi_2" \
    ys_chip_area_um2 440 \
    rows 21 \
    p_sw_share_pct 39.9 \
    root_buffer "clkbuf_4" \
    slew_viol_final 0 \
    initCoreUtil_pct 12.9 \
    vdd_ir_drop_max_v 0.000254 \
    ys_top_cells_by_count "16 x buf_4, 6 x nand2_1, 4 x dfrtp_1, 4 x nor2_1" \
    unconstrained_endpoints 2 \
    comb_area_um2 239 \
    globalplace.congestion 0.791 \
    grt_max_degree 11 \
    drt_first_pass_iters 2 \
    clockBufferDepth 2 \
    path_max_fanout 5 \
    nFillCells 401 \
    antenna_found_initial 0 \
    arrival_ps 1470 \
    synth_cells 55 \
    reg2reg_to "FSM_IF_inst.cs[1]$_DFF_PP0_" \
    gr-max-usage-layer "met1" \
    ff_type "dfrtp_1" \
    grt.overflow.total 0 \
    crit_buf_inv 1 \
    first_global_vias 319 \
    combinationalPowerShare_pct 40.8 \
    pwr-share-clk_pct 19.8 \
    top_area_cell "buf_4" \
    finalHoldViolations 0 \
    coreArea_um2 3420 \
    cp_slowest_cell "clkdlybuf4s50_1" \
    drv_cap 0 \
    wl_per_cell_um 7.75 \
    fin_crit_sh_pct 80.0 \
    ant_nets 0 \
    drc 0 \
    max_freq_mhz 735 \
    post_cts_resized 0 \
    vias_per_cell 2.87 \
    pin_count 37 \
    area_growth_pct 10.2 \
    dp_hpwl_um 678 \
    setup_viol 0 \
    cts_tree "built" \
    htree_num_levels 1 \
    crit_type "input pin to register" \
    p_leak_nw 0.217 \
    worstSkewPairLatency_ps 230 \
    ys.flops 5 \
    reg2reg_depth 3 \
    slowest_delay_ps 490 \
    cp_top_family "buffers and inverters" \
    pre_cts_ws_ps 111 \
    r2r-start "FSM_IF_inst.cs[2]$_DFF_PP0_" \
    end_kind "register" \
    via_count 304 \
    cp.depth 4 \
    fin_cells 106 \
    crit_required_ps 1810 \
    die_area_um2 6400 \
    netlist.area_leader.share_pct 27.3 \
    period_minus_slack_ps 1360 \
    ctsHoldBuffers 0 \
    clock-skew-final_ps 5.94 \
    num_antenna_cells 0 \
    warning_count 41 \
    syn_area_um2 440 \
    dieHeight_um 80 \
]
area by class of cell:
| cell class | instances | share of cell area, % |
|---|---|---|
| Inverter | 3 | 2.32 |
| Tap cell | 46 | 11.9 |
| Sequential cell | 5 | 23.7 |
| Clock buffer | 3 | 4.64 |
| Timing Repair Buffer | 4 | 8.25 |
| Multi-Input combinational cell | 45 | 49.2 |
worst reg2reg max path, cell delays in order (launching register included):
cell and delay [ps]:
dfrtp_1 470, nand2b_4 190, nor3b_1 140, a2111oi_2 310
cell families (layout without fill, tap and decap cells):
logic type,after synthesis,count (layout),share of synthesized area (%)
buffers and inverters,20,10,32.4
AND/OR/NAND/NOR,19,19,24.4
AND-OR/OR-AND,10,10,16.2
flip-flops,4,4,22.7
other,1,16,0.851
latches,1,1,3.41
power by group through the flow:
stage | clock network (W) | registers (W) | logic, W
6_report | 0.000116 | 0.000230 | 0.000239
4_1_cts | 0.000123 | 0.000230 | 0.000242
5_1_grt | 0.000138 | 0.000244 | 0.000279
how the worst max path moves through the flow:
stage | from | endpoint | slack, ps
CTS | RD_b | FSM_IF_inst.cs[1]$_DFF_PP0_ | 340
global route | RD_b | FSM_IF_inst.cs[1]$_DFF_PP0_ | 260
finish | RD_b | FSM_IF_inst.cs[1]$_DFF_PP0_ | 340
routing by layer:
| layer | vias up | part of all wire, % | wire length (um) |
|---|---|---|---|
| li1 | 159 | - | - |
| met1 | 128 | 49 | 405 |
| met2 | 17 | 38 | 313 |
| met3 | 0 | 13 | 103 |
| met4 | 0 | 0 | 0 |
| met5 | - | 0 | 0 |
layout by cell type, fill, tap and decap left out, types with 2 or more instances in the layout:
| master | count |
|---|---|
| a21oi_1 | 3 |
| nor2b_1 | 2 |
| o211ai_1 | 2 |
| nor2_1 | 4 |
| dfrtp_1 | 4 |
| clkdlybuf4s50_1 | 4 |
| conb_1 | 16 |
| nand2_1 | 6 |
| o21ai_0 | 2 |
| clkbuf_4 | 3 |
| inv_1 | 3 |
metrics by stage:
stage / hold WS [ps] / utilization (%) / power [W] / cell area, um^2
detailed placement: 479 / 13.6 / 0.000472 / 463
CTS: 285 / 14.2 / 0.000595 / 485
floorplan: 106 / - / 0.000459 / 497
global placement: 488 / 13.6 / 0.000470 / 463
global route: 298 / 14.2 / 0.000661 / 485
finish: 290 / 14.2 / 0.000585 / 485
sequential cells by signal, summed over array words and instances, names as in the netlist:
name	count
FSM_IF_inst.RDYP	1
FSM_IF_inst.cs	4
Power and IR drop assume default switching activity.
